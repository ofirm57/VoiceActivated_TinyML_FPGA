--- config.mk ---
export PLATFORM = sky130hd
export DESIGN_NAME = lcd_driver
export DESIGN_NICKNAME = lcd_driver
export VERILOG_FILES = /design/flow/design.v
export SDC_FILE = /design/flow/constraint.sdc
export NUM_CORES = 4
export LEC_CHECK = 1
export CORE_AREA = 10 10 95 95
export DIE_AREA = 0 0 105 105
--- constraint.sdc ---
current_design lcd_driver

set clk_period 3.9
set clk_io_pct 0.2

create_clock -name clk0 -period $clk_period [get_ports {clk}]

set non_clock_inputs [all_inputs -no_clocks]
set_input_delay [expr $clk_period * $clk_io_pct] -clock clk0 $non_clock_inputs
set_output_delay [expr $clk_period * $clk_io_pct] -clock clk0 [all_outputs]
--- design.v ---
module lcd_driver(
    input logic clk ,     
    input logic rstb ,
    input logic  [7:0] char_in ,  
    input logic  char_valid,
    output logic [7:0]  lcd_data,
    output logic  lcd_rs,
    output logic  lcd_rw,
    output logic  lcd_en,
    output logic  char_ready
);
parameter integer WAIT_PARAMETER = 2000;
logic [15:0] wait_counter;
typedef enum logic [1:0] {
    IDLE,
    SETUP,
    PULSE_EN,
    WAIT
} lcd_driver_state_t;
lcd_driver_state_t cs, ns;
always_ff @(posedge clk or negedge rstb) begin
    if (~rstb) begin
        cs <= IDLE;
        wait_counter <= 15'd0;
    end else begin
        cs <= ns;
        if (cs == WAIT)
            wait_counter <= wait_counter + 1;
        else
            wait_counter <= 0;
    end
end
always_comb begin
    case (cs)
        IDLE:      ns = char_valid ? SETUP : IDLE;
        SETUP:     ns = PULSE_EN;
        PULSE_EN:  ns = WAIT;
        WAIT:      ns = (wait_counter == WAIT_PARAMETER) ? IDLE : WAIT ;
        default    ns = cs; 
    endcase
end
always_ff @(posedge clk or negedge rstb) begin
    if (~rstb) begin
        lcd_en <= 0;
        lcd_rs <= 0;
        lcd_rw <= 0;
        lcd_data <= 0;
        char_ready <= 1;
    end else begin
        case (cs)
            IDLE: begin
                char_ready <= 1;
                lcd_en <= 0;
            end
            SETUP: begin
                char_ready <= 0;
                lcd_data <= char_in;
                lcd_rs <= 1;  
                lcd_rw <= 0;  
            end
            PULSE_EN: begin
                lcd_en <= 1;
            end
            WAIT: begin
                lcd_en <= 0;
            end
        endcase
    end
end
endmodule  
--- run.sh ---
#!/bin/bash
# OpenROAD 26Q1-2900-gdf79404cd8, Yosys 0.63+post, stock flow scripts
make -C /OpenROAD-flow-scripts/flow DESIGN_CONFIG=/design/flow/config.mk WORK_HOME=/design/flow/orfs finish
==> git commit body <==
Record implementation results from latest flow run

- Outcome: finished clean
- Once layout is complete, the cells apart from fillers number approximately 250.
* Number of warnings reported in the yosys synthesis log: 1
- Via count of the first global-routing pass: 1012
- Looking at hold timing, the worst path starts from lcd_rs$_DFFE_PN0P_.
- Per the final timing report, the hold violations number 0.
- Routed length on met3: 81 um
- At the end of routability-driven placement, the weighted congestion stood at 0.778.
- Minimum setup slack after placement: ~2.1 ns
- Buffer-and-inverter tally for the worst setup path: 1
* Antenna Nets Post-Route: 0
- For this run, the register share of the synthesized area comes to 56.4%.
- CORE AREA: 6910 um^2
* Most instantiated flip-flop cell in the synthesis netlist: dfrtp_1
* Initial cell density of the core: between 10% and 20%
- Per the CTS log, the buffer count on the longest clock path is 2.
- Average vias per placed instance: approximately 4.1
- Global routing used roughly 5.5% of the available tracks across all layers.
* Avg WL per Cell: 11.7 um
* Chip footprint: 11000 um^2
* Met2 routed wirelength: about 1400 um
* I/O pin count: 23
- In this run the clock root is driven by a clkbuf_8.
* Fraction of registers with async set/reset: 100%
* Total routed wirelength: around 2900 um
* Total negative slack for setup checks: 0 ns
* Number of cell instances after yosys synthesis: approximately 130
* Crit path launch type: register
* CTS tree: done
- Largest fanout on the critical path: 2
* H-tree depth: 2
- In the hold timing report, the worst path depth is 1.
- Of all cell types, the one taking the most synthesized area is dfrtp_1.
- In this design, the stage delay of the slowest critical-path cell is 0.53 ns.
- The critical path is of the reg2out type.
- The synthesized design contains 0 enable-type register cells.
- For the worst-skew pair, the clock arrives at the later sink with an insertion delay of about 0.28 ns.
- Post-CTS Hold Fix Bufs: 0
* Cell count after placement: about 240
* Register Area: 778 um^2
- Per the post-CTS timing run, clock transition at the registers of the reported paths is 0.07 ns.
- Cell leakage power: about 0.0007 uW
* Register-to-register path setup slack: 2.14 ns
* Power Total: 725 uW
* Mean area per synthesized cell: between 10 and 15 um^2
- The violation tally recorded at the end of detailed-routing iteration 0 is roughly 61.
- After synthesis, the netlist uses 31 different library cells.
- Between the synthesized netlist and the finished layout, the area growth was recorded as 29.2%.
- From bottom edge to top edge, the die measures ~110 um.
- Final design instance area without fill: 1780 um^2
* Largest net degree at the start of global routing: 32
- Based on the critical path, the design can be clocked at up to 490 MHz.
- Die x size: 105 um
* Number of cells produced by synthesis: around 130
- The analysis reports a worst IR drop on VDD of 0.114 mV.
* Clk sink count: 31
- Highest routing layer actually used: met4
* Port-buffer cells: 21
- Counting the buffers created by CTS gives 5.
- The synthesized netlist occupies a cell area of approximately 1400 um^2.
* Unrepaired setup endpoints after global routing: no
- Fillers: 741
- Wire length of the first global-routing pass: 5150 um
- The iteration count recorded for the first detailed-route pass is 5.
* Leading post-synthesis cells by cell area: dfrtp_1, mux2_2, dfstp_2
- Per the detail_route report, the via count comes to 1010.
* Cell with the largest stage delay on the worst path: dfstp_2
* Fraction of synthesized cell area taken by the top area cell type: between 50% and 60%
- Floorplan row count: 30
- According to the hold report, the worst path is of the reg2reg type.
* Worst r2r dst: cs[3]$_DFF_PN0_
- Per the final layout report, the fraction of cells sized above drive strength 1 comes to 13.4%.
- Maxcap violations: 0
- Worst Path Required: between 3 and 4 ns
- The final timing report lists a max-slew violation count of 0.
- The routed wirelength on the met1 layer is recorded as 1350 um.
* Congestion Overflow GR: 0
* Synthesis area per yosys: 1380 um^2
* Post-CTS setup buffer count: 0
- The layout report lists the multi-input gate area as roughly 560 um^2.
* Min setup slack post-route: ~1.9 ns
- In the final report, the number of endpoints failing setup comes to 0.
- At the worst endpoint, the arrival time is approximately 1.3 ns.
* Number of warning messages in the logs: 26
- OpenROAD reports that the post-layout worst path occupies 52.3% of the period.
- Diode insertion count for antenna repair: 0
- Total power normalized to cell area comes to ~410 nW/um^2.
- Reg2Reg Depth: 3
- In this design, the largest share of critical-path delay is due to flip-flops.
- Instance area after placement: about 1700 um^2
- Endpoint type of the worst setup path: output port
- Capture endpoint of the worst hold path: lcd_rs$_DFFE_PN0P_
- The script parses the final routing iteration and logs DRC violations as 0.
- The initial antenna violation count came to 0.
- Gates resized during post-CTS repair numbered 0.
- Counting I/O delays and the setup requirement, the final critical path takes approximately 2 ns.
- The wire-length estimate of the detail-placed layout is 2040 um.
- Traced cell by cell, the critical path runs through clkdlybuf4s50_1.
- The synthesized design contains 31 register bits.
* Clk_skew: 0.00252 ns
- Startpoint of the most critical register-to-register path: wait_counter[13]$_DFF_PN0_
-- synth_stat cells, types with 2 or more instances --
cell type	n
ha_1	2
a21oi_1	7
clkbuf_1	4
or3_1	3
nand2_1	9
and2_1	2
o31ai_1	4
nor4_1	4
xor2_1	2
dfrtp_1	29
or4_1	5
nor2_1	7
nand2b_1	4
dfstp_2	2
mux2_2	8
inv_1	4
o21ai_0	3
mux2i_1	4
nand4_1	6
nand3_1	5
-- stage by stage --
step,hold WS [ns],utilization [%]
floorplan,0.352,-
global placement,0.451,24.5
finish,0.475,25.8
CTS,0.475,25.8
detailed placement,0.458,24.5
global route,0.481,25.8
-- cells by family (layout without fill, tap and decap cells) --
| logic type | Yosys count | in the layout | synth area share, % |
|---|---|---|---|
| simple gates | 50 | 50 | 20.4 |
| fa+ha+maj | 2 | 2 | 1.81 |
| buf+inv | 10 | 34 | 2.99 |
| xor+xnor | 3 | 3 | 1.90 |
| mux | 12 | 12 | 9.43 |
| other cells | 1 | 1 | 0.272 |
| flops | 31 | 31 | 56.4 |
| compound gates | 16 | 16 | 6.80 |
-- worst reg2reg max path, cell delays in order (launching register included) --
cell	delay (ns)
dfrtp_1	0.41
or4b_1	0.54
or4_4	0.53
a21o_1	0.19
-- report_power, final --
part / switching, uW / internal (uW) / leakage (uW) / total (uW)
Sequential: 24.0 / 350 / 0.000402 / 374
Clock: 116 / 142 / 0.0000482 / 258
Combinational: 36.8 / 56.3 / 0.000253 / 93.2
Total: 177 / 549 / 0.000704 / 725
-- final cells by class --
class | count | share of cell area (%)
Inverter | 4 | 0.842
Tap cell | 96 | 6.74
Multi-Input combinational cell | 84 | 31.4
Clock buffer | 7 | 4.84
Clock inverter | 1 | 0.281
Timing Repair Buffer | 22 | 12.2
Sequential cell | 31 | 43.6
-- sequential cells by signal (all words and copies together) (netlist names) --
name	count
char_ready	1
wait_counter	16
cs	4
lcd_rs	1
lcd_data	8
lcd_en	1
-- placed cells by master (no fill, tap or decap), drive strengths merged, types with 5 or more instances in the layout --
| cell | instances |
|---|---|
| mux2 | 8 |
| clkdlybuf4s50 | 21 |
| nor2 | 7 |
| nand2 | 9 |
| clkbuf | 7 |
| or4 | 6 |
| nand3 | 5 |
| nand4 | 6 |
| dfrtp | 29 |
| a21oi | 7 |
-- how the worst max path moves through the flow --
stage	from	to	cells after the start
after global routing	char_ready$_DFFE_PN1P_	char_ready	1
final	char_ready$_DFFE_PN1P_	char_ready	1
after CTS	char_ready$_DFFE_PN1P_	char_ready	1
-- per-layer routing --
metal,track usage [%],up-vias
met5,0,-
met4,1.37,0
met3,1.12,4
met2,8.41,18
met1,7.71,492
li1,-,496
Power and IR drop assume default switching activity.
